## constraint.sdc

```tcl
current_design bcd_display

set clk_period 1.1
set clk_io_pct 0.2

create_clock -name clk0 -period $clk_period

set non_clock_inputs [all_inputs -no_clocks]
set_input_delay [expr $clk_period * $clk_io_pct] -clock clk0 $non_clock_inputs
set_output_delay [expr $clk_period * $clk_io_pct] -clock clk0 [all_outputs]
```

## config.mk

```make
export PLATFORM = sky130hd
export DESIGN_NAME = bcd_display
export DESIGN_NICKNAME = bcd_display
export VERILOG_FILES = /design/flow/design.v
export SDC_FILE = /design/flow/constraint.sdc
export NUM_CORES = 4
export LEC_CHECK = 1
export CORE_AREA = 10 10 70 70
export DIE_AREA = 0 0 80 80
```

## run.sh

```bash
#!/bin/bash
# OpenROAD 26Q1-2900-gdf79404cd8, Yosys 0.63+post, stock flow scripts
make -C /OpenROAD-flow-scripts/flow DESIGN_CONFIG=/design/flow/config.mk WORK_HOME=/design/flow/orfs finish
```

## design.v

```verilog
module bcd_display (input x1, x2, x3, x4, output sa, sb, sc, sd, se, sf, sg);
assign sa = x1 | x3 | (x2 ~^ x4);
assign sb = !x2 | (x3 ~^ x4);
assign sc =  !x3 | x4 | x2;
assign sd = x1 | (!x2 & !x4) | (x2 & !x3 & x4) | (x3 & !x4) | (!x2 & x3);
assign se = (x3 & !x4) | (!x2 & !x4);
assign sf = x1 | (x2 & !x3) | (!x3 & !x4) | (!x4 & x2);
assign sg = x1 | (x3 & !x4) | (x2 ^ x3);
endmodule 
```

==> reports/qor.yml <==
placement:
  io_buffers: 11
  place.gp.congestion: 0.750
  hpwl_um: 493
  dp.cells: 78
timing:
  tcrit_tclk_final: 1.21
  max_slew_margin: 0.947
  finalMaxSlewViolations: 0
  timing.final.setup_violations: 5
  fmax_mhz: 749
  hold_violations: 0
  rsz_0062_raised_after_global_routing: "yes"
  transition_time_at_the_pin_with_the_least_slew_margin_ns: 0.0796
  setup_ws_ns: -0.234
  fin_setup_tns_ns: -0.741
  finalCriticalPeriod_ns: 1.33
  worst_hold_slack_after_final_layout_ns: 0.716
worst_setup_path:
  cells_traversed_along_the_worst_timing_path: "buf_12 > inv_12 > ha_4 > or2_4 > a2111o_1 > buf_2"
  critical_path.max_fanout: 4
  crit_required_ns: 0.88
  critPathCaptureType: "output port"
  worst_ep_arrival_time_ns: 1.11
  timing.critical_path.from: "x4"
  crit_type: "in -> out"
  cp_num_buf_inv: 3
  critPathSlowestCell: "sky130_fd_sc_hd__a2111o_1"
  path_delay_family: "AND-OR/OR-AND gates"
  critPathMaxStageDelay_ns: 0.28
  worstSetupStartpointType: "input pin"
logic_synthesis:
  mux_cell_area_share: 0
  compound_area_frac: 0.0826
  yosysWarnings: 0
  ys_chip_area_um2: 136
  ys_types: 7
  post_synth_inst_count: 18
  post_synthesis_simple_gate_area_fraction: 0.284
  post_synth_xor_area_fraction: 0
  synth_area_per_cell_um2: 7.58
  synthesis.area_um2: 136
  seq_area_frac_synth: 0
  ys_top_logic_family: "adder cells"
  ys_sh_adder: 0.550
  synth-cells-yosys: 18
detailed_routing:
  route.antenna.diode_count: 0
  routed_via_density: 2.14
  drt-pass1-iter-count: 2
  drc: 0
  wirelength_um: 574
  routed_wire_length_per_instance_um: 7.18
  drt_iter0_markers: 7
  antenna_left: 0
  route.vias.total: 171
outcome:
  failed_checks: "setup timing"
  outcome: "complete, but fails checks"
power:
  ir_worst_vdd_mv: 0.0499
  finalPower_uw: 125
  power-per-cell-area_nw_per_um2: 292
  power.static_leakage_uw: 0.000167
layout:
  syn_to_final_growth_pct: 214
  fillerInstances: 390
  clock_buffers: 0
  layout-drive-gt1-share: 0.676
  register_area_um2: 0
  seq_cells: 0
  stdcell_count: 80
floorplan:
  num_rows: 21
  fp_util: 0.0399
  die.size.y_um: 80
  chip_area_um2: 6400
  num_io_pins: 11
  floorplan.die.width_um: 80
  coreArea_um2: 3420
hold_path:
  holdCritPathClass: "in -> out"
  worstHoldStart: "x1"
clock_network:
  cts.hold.buffers_added: 0
global_routing:
  grtUsageTotal: 0.0178
  grt_pass1_vias: 188
  grt_first_pass_wirelength_um: 924
  maximum_number_of_pins_on_one_net_before_global_route_repair: 5
  remaining_overflow_grt: 0
  antenna_found_initial: 0
job:
  max_cap_violations: 0
  warnings: 37
==> placed cells by master (no fill, tap or decap) <==
master	count
sky130_fd_sc_hd__buf_6	2
sky130_fd_sc_hd__ha_1	2
sky130_fd_sc_hd__inv_12	1
sky130_fd_sc_hd__or4_1	1
sky130_fd_sc_hd__nand2_2	1
sky130_fd_sc_hd__a2111o_1	1
sky130_fd_sc_hd__buf_12	2
sky130_fd_sc_hd__clkbuf_2	1
sky130_fd_sc_hd__clkdlybuf4s50_1	1
sky130_fd_sc_hd__inv_8	1
sky130_fd_sc_hd__ha_4	4
sky130_fd_sc_hd__nor2_2	1
sky130_fd_sc_hd__inv_6	1
sky130_fd_sc_hd__dlygate4sd2_1	1
sky130_fd_sc_hd__clkdlybuf4s15_1	1
sky130_fd_sc_hd__buf_2	4
sky130_fd_sc_hd__buf_8	1
sky130_fd_sc_hd__buf_4	3
sky130_fd_sc_hd__nand2_1	3
sky130_fd_sc_hd__or2_4	1
sky130_fd_sc_hd__nor2_1	1
==> cell usage after synthesis, drive strengths merged <==
cell type | n | area [um^2]
ha | 6 | 75.1
nand2 | 4 | 15.0
inv | 3 | 11.3
nor2 | 2 | 7.51
a2111o | 1 | 11.3
or2 | 1 | 8.76
or4 | 1 | 7.51
==> metrics by stage <==
step	utilization	setup slack [ns]	area (um^2)
final	0.125	-0.234	428
after global routing	0.125	-0.283	428
after CTS	0.111	-0.302	379
after detailed placement	0.107	-1.15	367
after global placement	0.107	-1.14	367
after floorplan	-	0.00624	176
==> routing by layer <==
metal,vias to the layer above,routed length [um],GRT usage
met5,-,0,0
met4,0,0,0
met3,0,179,0.0205
met2,11,123,0.0177
met1,68,271,0.0244
li1,92,-,-
==> final cells by class <==
class / instances / area (um^2) / area share
inverter: 3 / 36.3 / 0.0848
multi-input combinational: 15 / 180 / 0.421
timing repair buffer: 16 / 154 / 0.360
tap: 46 / 57.6 / 0.135
==> timing repair <==
item	in CTS	in global routing
setup endpoints to repair	7	7
gates resized	43	12
buffers inserted	1	1
pin swaps	7	3
==> cell families after synthesis <==
family / Yosys count
fa+ha+maj: 6
buf+inv: 3
simple gates: 8
compound gates: 1
==> power by group <==
part / switching (uW) / internal [uW] / leakage, uW / total, uW
combinational: 48.6 / 76.2 / 0.000167 / 125
sequential: 0 / 0 / 0 / 0
clock: 0 / 0 / 0 / 0
total: 48.6 / 76.2 / 0.000167 / 125
==> path summary, 6_finish.rpt <==
check	end	slack, ns	depth (start not counted)
hold / removal	sf	0.72	3
setup / recovery	sd	-0.23	6
Power and IR drop assume default switching activity.
