--- flow/constraint.sdc ---
current_design motor_unipolar

set clk_period 1.1
set clk_io_pct 0.2

create_clock -name clk0 -period $clk_period [get_ports {clock}]

set non_clock_inputs [all_inputs -no_clocks]
set_input_delay [expr $clk_period * $clk_io_pct] -clock clk0 $non_clock_inputs
set_output_delay [expr $clk_period * $clk_io_pct] -clock clk0 [all_outputs]
--- flow/design.v ---
	module motor_unipolar (input clock, H , A, reset, output logic P, M, L, Y);
	logic [1:0] e_atual;
	logic [1:0] e_anterior;
	parameter E1 = 0, E2 = 1, E3 = 2, E4 = 3;
	always_comb begin 
		case (e_atual)
		E1: begin
			P = 1; M = 0; L = 0; Y = 1; 
		end
		E2: begin
			P = 1; M = 0; L = 1; Y = 0; 
		end
		E3: begin 
			P = 0; M = 1; L = 1; Y = 0; 
		end
		E4: begin 
			P = 0; M = 1; L = 0; Y = 1;  
		end
	endcase
end
	always_ff @ (posedge clock, negedge reset) begin
	  if (~reset)
		e_atual <= E1;
		else begin
			case (e_atual)
			E1: begin
				 if (!H & A) begin
						e_atual <= E4; e_anterior <= E1; 
						end
				else if (H & !A) begin
						e_atual <= E2; e_anterior <= E1; 
						end		
				end
			E2: begin
				 if (!H & A) begin
						e_atual <= E1; e_anterior <= E2; 
						end
				else if (H & !A) begin
						e_atual <= E3; e_anterior <= E2; 
						end
				 end
			E3: begin
				 if (!H & A) begin
						e_atual <= E2; e_anterior <= E3; 
						end
				else if (H & !A) begin
						e_atual <= E4; e_anterior <= E3; 
						end
				end
			E4: begin
				 if (!H & A) begin
						e_atual <= E3; e_anterior <= E4; 
						end
				else if (H & !A) begin
						e_atual <= E1; e_anterior <= E4; 
						end
				end
    endcase
   end
 end
endmodule 
--- flow/run.sh ---
#!/bin/bash
# OpenROAD 26Q1-2900-gdf79404cd8, Yosys 0.63+post, stock flow scripts
make -C /OpenROAD-flow-scripts/flow DESIGN_CONFIG=/design/flow/config.mk WORK_HOME=/design/flow/orfs finish
--- flow/config.mk ---
export PLATFORM = sky130hd
export DESIGN_NAME = motor_unipolar
export DESIGN_NICKNAME = motor_unipolar
export VERILOG_FILES = /design/flow/design.v
export SDC_FILE = /design/flow/constraint.sdc
export NUM_CORES = 4
export LEC_CHECK = 1
export CORE_AREA = 10 10 70 70
export DIE_AREA = 0 0 80 80
==> deck_impl_summary.md <==
Synthesis and Place & Route Summary

Status
  – Status: complete, but fails checks
  – Failing checks: negative setup slack

Logic synthesis
  – Register area share after synthesis: 0.485
  – Mapped Area: 209 µm²
  – Cell count in the Yosys report: 20
  – Synthesized registers: 4
  – Mapped Cells: 20
  – Unique cell types: 6
  – Ys Warns: 1
  – Yosys synthesis chip area: 209 µm²
  – Synthesized area per cell: 10.4 µm²

Timing
  – Final WS setup: -0.229 ns
  – Skew final: ~0.0052 ns
  – Setup TNS: -0.680 ns
  – Final period utilization: 1.21
  – Worst-margin pin slew: between 0.3 and 0.4 ns
  – Fmax: 0.752 GHz
  – Final hold vios: 0
  – Final Max Slew Viols: 0
  – Worst slew margin: 0.778
  – # setup viols final: 4
  – Fin crit period: roughly 1.3 ns
  – RSZ-0062 raised after global routing: yes

Layout
  – Largest register FFs: 4
  – Area Overhead vs Synth: 87.4%
  – Util after Layout: 0.115
  – Most flop-heavy register: e_atual
  – Layout cells sized above 1: 0.444
  – Number of fill cells: 395
  – Largest registers: e_atual: 4 flops
  – Sequential cell area: 101 µm²
  – Logic area: 90.1 µm²

Floorplanning
  – Die width: 80 µm
  – Chip area: 6400 µm²
  – Die Y: 80 µm
  – I/O pin cnt: 8
  – Row count: 21
  – Initial Util: 0.0612
  – Core region area: 3420 µm²

Clock network
  – CTS tree: built
  – Bufs on Longest Clock Path: 2
  – Clock transition at path regs: about 0.04 ns
  – CTS Root Cell: clkbuf_4
  – Clock sink count: 4
  – TritonCTS Buffers: 3
  – Clock Latency Late Sink: 0.24 ns
  – H-Tree Depth: 1

Routing
  – Overall routed net length: 556 µm
  – Post-DRT Antenna Nets: 0
  – DRC errors left: 0
  – Vias/cell: 2.57
  – Vias post-DR: 211
  – Drt pass-1 iters: 4
  – Wire per inst: 6.78 µm
  – N_diodes: 0
  – DRT iter0 DRCs: 25

Worst setup path
  – WS Path Type: reg2out
  – Worst Path Max Fanout: 4
  – Setup crit end kind: primary output
  – Worst Path Required: 0.88 ns
  – Critical path startpoint: e_atual[3]
  – Worst path arrival time: 1.11 ns
  – Reg2Reg Launch Point: e_atual[3]
  – Crit start category: flop

Job
  – Log Warnings: 28
  – Maxcap violations: 0

Hold path
  – Hold crit path type: in2async

Power and ir drop
  – Pwr Density: 973 nW/µm²
  – Leakage: 0.205 nW
  – Max VDD drop: between 0.15 and 0.2 mV

GRT
  – Initial antenna violation count: 0
  – First-pass GRT wire length: 945 µm
  – Total GRT Usage: 0.0188
  – Largest net degree at the start of global routing: 5
  – Vias in the first global route: 218
  – Overflow after GRT: 0

Placement
  – Placer's final routability congestion estimate: 0.687
  – Buffers on Ports: 7
  – Post-DP HPWL: slightly below 400 µm
-- cells by family (layout without fill, tap and decap cells) --
| group | after synthesis | in the layout | synth area share |
|---|---|---|---|
| compound gates | 4 | 4 | 0.192 |
| flops | 4 | 4 | 0.485 |
| fa+ha+maj | 2 | 2 | 0.120 |
| buf+inv | 8 | 24 | 0.144 |
| simple gates | 2 | 2 | 0.0599 |
-- path summary, 6_finish.rpt --
kind	slack, ns	cells past startpoint	endpoint
worst max-delay path	-0.23	4	P
worst min-delay path	0.17	1	e_atual[2]
worst max register to register	0.01	3	e_atual[3]
worst min register to register	0.54	2	e_atual[1]
max in group asynchronous	0.69	1	e_atual[0]
min in group clk0	0.54	4	e_atual[2]
-- critical path: stages, from the launching register on --
cell     delay, ns
dfrtp_1       0.40
or2_1         0.23
buf_4         0.14
inv_2         0.03
buf_2         0.08
-- per-layer routing --
| metal | up-vias | GRT usage | part of all wire |
|---|---|---|---|
| li1 | 101 | - | - |
| met1 | 91 | 0.0167 | 0.37 |
| met2 | 15 | 0.0241 | 0.35 |
| met3 | 4 | 0.0239 | 0.24 |
| met4 | 0 | 0.00880 | 0.034 |
| met5 | - | 0 | 0 |
-- what timing repair did --
action                                  in CTS  in global routing
gates resized                               15                  3
hold endpoints to repair                     0                  0
endpoints found under the setup margin       8                  6
hold buffers                                 0                  0
setup buffers                                4                  1
pin swaps                                    3                  2
-- layout by cell type (no fill, tap or decap) --
cell	instances
ha_1	1
buf_4	5
clkbuf_2	1
clkbuf_4	3
or2_1	2
clkbuf_1	1
clkdlybuf4s15_1	1
dfstp_2	1
dlygate4sd2_1	1
dfrtp_1	3
inv_2	2
ha_4	1
inv_1	6
clkdlybuf4s50_1	1
buf_2	3
a222oi_1	4
-- layout make-up --
type	count	area share
sequential	4	0.259
multi-input combinational	8	0.230
timing repair buffer	12	0.220
tap	46	0.147
inverter	8	0.0767
clock buffer	4	0.0671
-- cell usage after synthesis --
library cell,instances,share of area
a222oi_1,4,0.19
dfrtp_1,3,0.36
dfstp_2,1,0.13
ha_1,2,0.12
inv_1,8,0.14
or2_1,2,0.060
-- through the flow --
stage / hold slack (ns) / cells / instance area, µm² / worst slack [ns] / power, mW
after global placement: 0.429 / 73 / 337 / -0.498 / 0.176
after CTS: 0.172 / 81 / 387 / -0.231 / 0.392
final: 0.174 / 82 / 392 / -0.229 / 0.381
after global routing: 0.170 / 82 / 392 / -0.291 / 0.416
after floorplan: -0.0756 / 20 / 209 / 0.0628 / 0.161
after detailed placement: 0.431 / 73 / 337 / -0.548 / 0.177
-- power breakdown --
group	internal (mW)	total [mW]	switching, mW
combinational	0.0172	0.0325	0.0153
clock	0.136	0.200	0.0641
sequential	0.148	0.148	0
total	0.302	0.381	0.0794
Power is estimated from default activity; no workload was simulated.
