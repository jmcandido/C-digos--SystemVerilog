--- flow/config.mk ---
export PLATFORM = sky130hd
export DESIGN_NAME = maquina_vendas
export DESIGN_NICKNAME = maquina_vendas
export VERILOG_FILES = /design/flow/design.v
export SDC_FILE = /design/flow/constraint.sdc
export NUM_CORES = 4
export LEC_CHECK = 1
export CORE_AREA = 10 10 70 70
export DIE_AREA = 0 0 80 80
--- flow/constraint.sdc ---
current_design maquina_vendas

set clk_period 1.5
set clk_io_pct 0.2

create_clock -name clk0 -period $clk_period [get_ports {clock}]

set non_clock_inputs [all_inputs -no_clocks]
set_input_delay [expr $clk_period * $clk_io_pct] -clock clk0 $non_clock_inputs
set_output_delay [expr $clk_period * $clk_io_pct] -clock clk0 [all_outputs]
--- flow/design.v ---
	module maquina_vendas (input clock, A , B, reset, output logic S);
	logic [2:0] e_atual;
	logic [2:0] e_anterior;
	parameter E0 = 0, E25 = 1, E50 = 2, E75 = 3,E100 = 4, E125 = 5, E150 = 6;
	always_comb begin 
		case (e_atual)
		E150: S = 1;
		default: S = 0;
	endcase
	end
	always_ff @ (posedge clock, negedge reset) begin
	  if (~reset)
		e_atual <= E0;
		else begin
			case (e_atual)
			E0: begin
				 if (!A & B) begin
						e_atual <= E25; e_anterior <= E0; 
						end
				else if (A & !B) begin
						e_atual <= E50; e_anterior <= E0; 
						end
				else if (A & B) begin
						e_atual <= E100; e_anterior <= E0;
						end
					end
			E25: begin
				 if (!A & B) begin
						e_atual <= E50; e_anterior <= E25; 
						end
				else if (A & !B) begin
						e_atual <= E75; e_anterior <= E25; 
						end
				else if (A & B) begin
						e_atual <= E125; e_anterior <= E25;
						end
					end
			E50: begin
				 if (!A & B) begin
						e_atual <= E75; e_anterior <= E50; 
						end
				else if (A & !B) begin
						e_atual <= E100; e_anterior <= E50; 
						end
				else if (A & B) begin
						e_atual <= E150; e_anterior <= E50;
						end
					end
			E75: begin
				 if (!A & B) begin
						e_atual <= E100; e_anterior <= E75; 
						end
				else if (A & !B) begin
						e_atual <= E125; e_anterior <= E75; 
						end
				else if (A & B) begin
						e_atual <= E150; e_anterior <= E75;
						end
					end
				E100: begin
				 if (!A & B) begin
						e_atual <= E125; e_anterior <= E100; 
						end
				else if (A & !B) begin
						e_atual <= E150; e_anterior <= E100; 
						end
				else if (A & B) begin
						e_atual <= E150; e_anterior <= E100;
						end
					end
				E125: begin
				 if (!A & B) begin
						e_atual <= E150; e_anterior <= E125; 
						end
				else if (A & !B) begin
						e_atual <= E150; e_anterior <= E125; 
						end
				else if (A & B) begin
						e_atual <= E150; e_anterior <= E125;
						end
					end
				E150: begin
						e_atual <= E0; e_anterior <= E150; 
					end
	 endcase
	end
 end
	endmodule 
--- flow/run.sh ---
#!/bin/bash
# OpenROAD 26Q1-2900-gdf79404cd8, Yosys 0.63+post, stock flow scripts
make -C /OpenROAD-flow-scripts/flow DESIGN_CONFIG=/design/flow/config.mk WORK_HOME=/design/flow/orfs finish
==> summary.txt <==
Synthesis and PnR results.

- The flow ran to the end, and the final reports show no timing, DRC or antenna violations.
- The placement row count is 21.
- Yosys mapped the design onto 13 distinct sky130hd cell types.
- The yosys synthesis chip area reads 335 um2.
- The post-layout utilization of the core reads 13.2%.
- The maximum clock path buffer count is 2.
- The critical path goes through clkdlybuf4s50_1.
- The worst setup path is launched from a flop.
- The peak clock frequency supported by timing reads 734 MHz.
- The number of I/O pins reads 5.
- The cell at the root of the clock tree is clkbuf_4.
- The number of antenna violations at the first check in global routing reads 0.
- The number of gates resized after CTS was 0.
- The overall chip area is 6400 um2.
- The leakage power in the latest report is 0.184 nW.
- The tally of nets with antenna violations remaining after routing reads 0.
- The class of the most critical hold timing path is input pin to asynchronous set/reset pin.
- For the worst flop-to-flop path, the logic depth is 1.
- The cell with the biggest individual delay on the critical path reads clkdlybuf4s50_1.
- The starting DRC count in detailed routing reads 53.
- The post-synthesis cell count from yosys is 24.
- The vertical die dimension is 80 um.
- The report shows a maximum critical-path fanout of 2.
- The number of buffer cells added on primary ports is 4.
- Summing over every cut layer, the via total after detailed routing is 210.
- The synthesis report lists the Yosys warning total as 1.
- The area growth from synthesis to layout is 34.7%.
- Counting every sink on the clock net gives 7.
- The number of global-route vias before repair is 231.
- The first global-routing pass estimated 1040 um of wire.
- The number of H-tree levels is 1.
- The family with the most delay on the worst path reads buffers and inverters.
- The registers reported with the highest flop counts are e_atual: 7 flops.
- The post-synth design cell area is 335 um2.
- Along the critical path, the tally of buffer and inverter instances is 1.
- The final estimated routing congestion in global placement reads 0.748.
- The reg-to-reg startpoint reads e_atual[4].
- The number of diodes added for antenna fixing reads 0.
- Once synthesis finished, the tally of register bits stood at 7.
- The clock tree from TritonCTS is done.
- The skew report gives the latency at the later pin of the worst-skew pair as 0.25 ns.
- The clock transition at the register clock pins on the worst setup and hold paths after CTS is 0.05 ns.
- The fraction of the yosys area taken by sequential cells is 52.6%.
- Before placement the cells fill 9.82% of the core.
- The setup-violating endpoint count in the final report is 0.
- The number of flip-flops under the largest register name is 7.
- The maximum ir drop on the vdd rail is 0.141 mV.
- The required time at the worst-slack endpoint reads 1.20 ns.
- The critical path capture point type reads an output pin.
- The synthesized area per cell reads 14.0 um2.
- Setup repair after global routing left no endpoint under its margin.
- The share of the clock period used by the worst path after layout reads 90.8%.
- The setup path with the least slack is of type flop to output pin.
- The sum of routed wire length over all layers reads 614 um.
- According to the report, the first pass of detailed routing completed in 4 iterations.
- The count of pins over their slew limit is 0.
- The routed layout reports a DRC error count of 0.
- The hold buffer count at CTS is 0.
- The horizontal die dimension is 80 um.
- The worst reg2reg path endpoint reads e_atual[5].
- The global-route usage over all layers reads 2.12%.
- In the final report, the number of hold violations comes to 0.
- The final critical path time including I/O delays and setup reads 1.36 ns.
- Entering global routing, the biggest net connects 9 pins.
- The longest incremental delay of any stage on the critical path is reported as 0.47 ns.
- The via density per instance is 2.69.
- The pin closest to its max-slew limit shows a slew of 0.313 ns.
- The sum of negative setup slack reads 0 ns.
- Across the run, the number of max-cap violations was 0.
- Across all register-to-register paths, the minimum setup slack is 0.49 ns.
- The cell area power density reads 864 nW/um2.
- The clock skew after layout reads 0.000592 ns.
- The headroom to the max-slew limit is 79.1%.
- The number of warnings in the stage logs is 25.
- The final global-route overflow total is 0.
- The register containing the most flip-flops in the final layout is e_atual.
- The buffers inserted during post-CTS setup optimization reads 0.
- The arrival time of data at the critical path endpoint is 1.06 ns.
- The core footprint reads 3420 um2.
- The fraction of layout cells with a size suffix above 1 is 25.0%.
- The average wire per standard cell reads 7.87 um.
- The number of clock buffers inserted by TritonCTS reads 3.
- The gate count after technology mapping is 24.
## Yosys cell counts
library cell  count  share of area, %
o21ai_0           2               3.0
nand3_1           1               1.5
o211ai_1          1               2.2
dfrtp_1           6                45
mux4_2            2                13
dfstp_2           1               7.8
buf_6             2               6.7
nor2_1            1               1.1
nand2_1           1               1.1
mux2i_1           4                12
nand2b_1          1               1.9
nand3b_1          1               2.2
o21bai_1          1               2.2
## layout by cell type, fill, tap and decap left out, drive strengths merged
cell and instances:
clkdlybuf4s50 4, nand3b 1, o21bai 1, clkbuf 4, nand2b 1, mux4 2
buf 2, dfstp 1, mux2i 4, nand3 1, o211ai 1, nand2 1
nor2 1, o21ai 2, dfrtp 6
## area by class of cell
class | instances | area, um2
repair buffers | 6 | 55.1
fillers | 388 | 2960
flip-flops and latches | 7 | 176
multi-input cells | 15 | 136
well taps | 46 | 57.6
clock buffers | 4 | 26.3
## stage by stage
stage | cell area (um2) | instances | total power (W) | hold WS (ns) | setup WS [ns]
after CTS | 452 | 78 | 0.000395 | 0.309 | 0.114
after global placement | 425 | 74 | 0.000219 | 0.478 | 0.0700
after detailed placement | 425 | 74 | 0.000220 | 0.488 | 0.0571
after floorplan | 335 | 24 | 0.000209 | 0.00441 | 0.477
final | 452 | 78 | 0.000390 | 0.303 | 0.138
after global routing | 452 | 78 | 0.000409 | 0.307 | 0.0667
## where the power goes
group | switching [W] | total [W] | internal, W
combinational | 0.0000122 | 0.0000271 | 0.0000149
clock | 0.0000724 | 0.000174 | 0.000102
sequential | 0 | 0.000189 | 0.000189
total | 0.0000846 | 0.000390 | 0.000306
## metal layers
layer	wire, um	GRT usage [%]	up-vias
li1	-	-	104
met1	277	2.52	97
met2	253	2.57	5
met3	48	1.59	4
met4	33	1.41	0
met5	0	0	-
## worst max-delay path by stage
stage / from / endpoint / slack (ns) / cells after the start
4_1_cts: e_atual[3] / S / 0.11 / 1
5_1_grt: e_atual[3] / S / 0.07 / 1
6_report: e_atual[3] / S / 0.14 / 1
## cells by family (layout without fill, tap and decap cells)
group / count (synthesis) / in the layout / synth area share [%]
flip-flops: 7 / 7 / 52.6
AND-OR/OR-AND: 4 / 4 / 7.46
multiplexers: 6 / 6 / 25.4
buffers and inverters: 2 / 10 / 6.72
AND/OR/NAND/NOR: 5 / 5 / 7.83
No activity file was given, so power comes from the tool's default toggle rates.
